==> flow/design.v <==
module i2c_master
    #(
        parameter ADDR_BYTES = 1,
        parameter DATA_BYTES = 2,
        parameter REG_ADDR_WIDTH = 8 * ADDR_BYTES
    )(
        input  clk,             
        input  reset,           
        input  [11:0] clk_div,  
        input open_drain,  
        input  sda_in,     
        output sda_out,    
        output sda_oen,    
        input  scl_in,     
        output scl_out,    
        output scl_oen,    
        input [6:0] chip_addr,  
        input [REG_ADDR_WIDTH - 1:0] reg_addr,  
        input write_en,     
        input write_mode,   
        input read_en,      
        output reg [8 * DATA_BYTES - 1:0] data_out,    
        input [8 * DATA_BYTES - 1:0] data_in,          
        output reg [ST_WIDTH - 1:0] status,
        output reg done,
        output reg busy
    );
    localparam ST_WIDTH = 1 + ADDR_BYTES + DATA_BYTES;
    localparam SR_WIDTH = 8 * ST_WIDTH;
    localparam s_idle         = 0,
               s_start_write  = 1,
               s_start_read   = 2,
               s_stop         = 3,
               s_shift_out    = 4,
               s_shift_in     = 5,
               s_send_ack     = 6,
               s_send_nack    = 7,
               s_rcv_ack      = 8;
    reg [SR_WIDTH-1:0] sr;    
    reg [5:0] sr_count;       
    wire [2:0] byte_count;
    reg [1:0] scl_count;
    reg [11:0] clk_count;
    reg sda_reg, oen_reg, sda_s, scl_s;
    reg writing, reading, in_prog;
    (* syn_encoding = "safe" *)
    reg [3:0] state;
    assign sda_out = sda_reg;
    assign sda_oen = oen_reg;
    assign scl_out = open_drain ? 1'b0 : scl_count[1];
    assign scl_oen = open_drain ? scl_count[1] : 1'b0;
    assign byte_count = sr_count[5:3];
    always @ (posedge clk) begin
        if (~reset) begin
            state     <= s_idle;
            sda_reg   <= 1'b1;
            oen_reg   <= 1'b1;
            sr_count  <= 6'b00_0000;
            sr        <= 24'hFFF;
            writing   <= 1'b1;
            reading   <= 1'b0;
            in_prog   <= 1'b0;
            status    <= 1'b0;
            done      <= 1'b0;
            busy      <= 1'b0;
            data_out  <= 1'b0;
            scl_count <= 2'b10;
            clk_count <= 12'b0000_0000_0000;
        end
        else begin
            sda_s <= sda_in;
            scl_s <= scl_in;
            if (state == s_idle) begin
                done <= 1'b0;
                sr_count <= 6'b00_0000;
                if (~write_mode) begin
                    in_prog <= 1'b0;
                    if (in_prog) begin
                        state <= s_stop;
                        sda_reg <= 1'b0;
                        oen_reg <= 1'b0;
                    end
                    else begin
                        sda_reg <= open_drain ? 1'b0 : 1'b1;
                        oen_reg <= 1'b1;
                        clk_count <= 0;
                    end
                end
                if (in_prog) begin
                    scl_count <= 2'b00;
                    sr <= {data_in, {SR_WIDTH - 8 * DATA_BYTES{1'b0}}};
                end
                else begin
                    scl_count <= 2'b10;
                    if (ADDR_BYTES == 0) begin
                        sr <= {chip_addr, 1'b0, data_in};
                    end
                    else begin
                        sr <= {chip_addr, 1'b0, reg_addr, data_in};
                    end
                end
                if (write_en) begin
                    state   <= in_prog ? s_shift_out : s_start_write;
                    writing <= 1'b1;
                    status  <= 1'b0;
                    busy    <= 1'b1;
                end
                else if (read_en) begin
                    state    <= ADDR_BYTES == 0 ? s_start_read : s_start_write;
                    writing  <= 1'b0;
                    reading  <= 1'b0;
                    status   <= 1'b0;
                    busy     <= 1'b1;
                end
                else begin
                    busy     <= 1'b0;
                end
            end
            else begin
                if (clk_count == clk_div) begin
                    clk_count <= 2'b00;
                    scl_count <= scl_count + 1'b1;
                    case (state)
                        s_start_write: begin
                            state   <= s_shift_out;
                            sda_reg <= 1'b0;
                            oen_reg <= 1'b0;
                        end
                        s_start_read: begin
                            if (scl_count == 2'b10) begin
                                state    <= s_shift_out;
                                sda_reg  <= 1'b0;
                                oen_reg  <= 1'b0;
                                sr       <= {chip_addr, 1'b1, {8 * (ADDR_BYTES + DATA_BYTES){1'b0}}};
                                sr_count <= 6'b00_0000;
                                reading  <= 1'b1;
                            end
                        end
                        s_stop: begin
                            if (scl_count == 2'b10) begin
                                state   <= s_idle;
                                sda_reg <= open_drain ? 1'b0 : 1'b1;
                                oen_reg <= 1'b1;
                                done    <= 1'b1;
                            end
                        end
                        s_shift_out: begin
                            if (scl_count == 2'b00) begin
                                if ((sr_count[2:0]) == 3'b000 && (|sr_count)) begin
                                    state   <= s_rcv_ack;
                                    sda_reg <= open_drain ? 1'b0 : 1'b1;
                                    oen_reg <= 1'b1;
                                end
                                else begin
                                    sda_reg  <= open_drain ? 1'b0 : sr[SR_WIDTH - 1];
                                    oen_reg  <= open_drain ? sr[SR_WIDTH - 1] : 1'b0;
                                    sr       <= {sr[SR_WIDTH - 2:0], 1'b1};
                                    sr_count <= sr_count + 1'b1;
                                end
                            end
                        end
                        s_shift_in: begin
                            if (scl_count == 2'b00) begin
                                if (sr_count == 8 * (DATA_BYTES + 1)) begin
                                    state   <= s_send_nack;
                                    sda_reg <= open_drain ? 1'b0 : 1'b1;
                                    oen_reg <= 1'b1;
                                end
                                else if (sr_count[2:0] == 3'b000) begin
                                    state   <= s_send_ack;
                                    sda_reg <= 1'b0;
                                    oen_reg <= 1'b0;
                                end
                            end
                            else if (scl_count == 2'b01) begin
                                data_out <= {data_out[8 * DATA_BYTES - 2:0], sda_s};
                                sda_reg  <= open_drain ? 1'b0 : 1'b1;
                                oen_reg  <= 1'b1;
                                sr_count <= sr_count + 1'b1;
                            end
                        end
                        s_send_ack: begin
                            if (scl_count == 2'b00) begin
                                state   <= s_shift_in;
                                sda_reg <= open_drain ? 1'b0 : 1'b1;
                                oen_reg <= 1'b1;
                            end
                            else if (scl_count == 2'b01) begin
                                status <= {status[ST_WIDTH - 2:0], sda_s};
                            end
                        end
                        s_send_nack: begin
                            if (scl_count == 2'b00) begin
                                state   <= s_stop;
                                sda_reg <= 1'b0;
                                oen_reg <= 1'b0;
                            end
                            else begin
                                sda_reg <= open_drain ? 1'b0 : 1'b1;
                                oen_reg <= 1'b1;
                            end
                        end
                        s_rcv_ack: begin
                            if (scl_count == 2'b00) begin
                                if (writing && ((byte_count == DATA_BYTES + ADDR_BYTES + 1 && ~in_prog) || (byte_count == DATA_BYTES && in_prog))) begin
                                    if (write_mode) begin
                                        state   <= s_idle;
                                        in_prog <= 1'b1;
                                        done    <= 1'b1;
                                    end else begin
                                        state   <= s_stop;
                                        sda_reg <= 1'b0;
                                        oen_reg <= 1'b0;
                                    end
                                end
                                else if (~writing && ~reading && (byte_count == ADDR_BYTES + 1)) begin
                                    state <= s_start_read;
                                end
                                else if (~writing && reading) begin
                                    state <= s_shift_in;
                                end
                                else begin
                                    state    <= s_shift_out;
                                    sda_reg  <= open_drain ? 1'b0 : sr[SR_WIDTH - 1];
                                    oen_reg  <= open_drain ? sr[SR_WIDTH - 1] : 1'b0;
                                    sr       <= {sr[SR_WIDTH - 2:0], 1'b1};
                                    sr_count <= sr_count + 1'b1;
                                end
                            end
                            else if (scl_count == 2'b01) begin
                                status <= {status[ST_WIDTH - 2:0], sda_s};
                            end
                        end
                    endcase
                end
                else begin
                    if (scl_count[1] == 1'b0 || scl_s == 1'b1) begin
                        clk_count <= clk_count + 1'b1;
                    end
                end
            end
        end
    end
endmodule
==> flow/run.sh <==
#!/bin/bash
# OpenROAD 26Q1-2900-gdf79404cd8, Yosys 0.63+post, stock flow scripts
make -C /OpenROAD-flow-scripts/flow DESIGN_CONFIG=/design/flow/config.mk WORK_HOME=/design/flow/orfs finish
==> flow/config.mk <==
export PLATFORM = sky130hd
export DESIGN_NAME = i2c_master
export DESIGN_NICKNAME = i2c_master
export VERILOG_FILES = /design/flow/design.v
export SDC_FILE = /design/flow/constraint.sdc
export NUM_CORES = 4
export LEC_CHECK = 1
export CORE_UTILIZATION = 40
==> flow/constraint.sdc <==
current_design i2c_master

set clk_period 5.8
set clk_io_pct 0.2

create_clock -name clk0 -period $clk_period [get_ports {clk}]

set non_clock_inputs [all_inputs -no_clocks]
set_input_delay [expr $clk_period * $clk_io_pct] -clock clk0 $non_clock_inputs
set_output_delay [expr $clk_period * $clk_io_pct] -clock clk0 [all_outputs]
==> results.cfg <==
; yosys + openroad results
[logic_synthesis]
postSynthRegisterBits = 90
area_leaders = dfxtp_1 (37%), nand2_1 (5.7%), a21boi_0 (4.1%)
postSynthSeqShare = 0.3826
syn-mean-instance-area_sq_um = 8.311
post_synthesis_cell_count_from_yosys = 573
synth_top_cell_by_area = dfxtp_1
syn_inst_count = 573
synth_cell_types = 59
asyncSetResetFlopFracSynth = 0
top_area_frac = 0.3699
yosys-stat-area_sq_mm = 0.004762
synth-edff-count = 2
ys_dominant_reg_cell = dfxtp_1
ys_warn_count = 1
syn-cell-area_sq_mm = 0.004762

[drt]
vias = 4413
drt-initial-drc-count = 343
route.final.wire_length_mm = 12.05
detail_route.wl_per_cell_microns = 15.54
num_antenna_cells = 0
tally_of_nets_with_antenna_violations_remaining_after_routing = 0
first_pass_iters = 23
vias_cell = 5.694
drc = 0

[critical_path]
worstPathBufferInverterCount = 3
crit_path_frequent_cell = clkdlybuf4s50_1
crit_arrival_ps = 2270
worst-r2r-setup-slack_ps = 2830
worstPathMaxFanout = 3
timing.critical_path.cells = clkdlybuf4s50_1 > inv_1 > nor2_1 > clkdlybuf4s50_1
timing.critical_path.max_delay_family = buffers and inverters
slowest_delay_ps = 490
critical_path.startpoint_type = input pin
cp-end-kind = primary output
crit_path_top_delay_cell = clkdlybuf4s50_1
worst-endpoint-required_ps = 4640
setup.worst_path.class = input pin to primary output

[sta]
highest_clock_frequency_the_design_can_meet_mhz = 291.5
drv_slew = 0
totalNegativeSetupSlack_ps = 0
fin_crit_ps = 3430
setup_slack_ps = 2370
maxSlewHeadroom = 0.4191
finalSetupViolCount = 0
worst_clock_skew_ps = 6.685
whs_ps = 451.4
hold_viol_final = 0
rsz_0062_raised_after_global_routing = no
worst_slew_pin_slew_ps = 862.2
finalCritPeriodShare = 0.5914

[placed_design]
dpl.hpwl_mm = 7.965
port_buffers = 76
place_congestion = 0.9171
detailedPlace.worstSlack_ps = 1983
place.detailed.instances = 761

[cts]
cts_inserted_buffers = 9
postCtsSetupRepairBufs = 0
clk_root_buffer_cell = clkbuf_16
cts_hold_buffers = 0
htreeDepth = 3
cts_repair_resize_count = 0
tritoncts = done
clkSlewWorstSetupHoldPaths_ps = 60
clkLatencyLatePin_ps = 340
num_clock_sinks = 90
cts.path.max_buffers = 2

[final_layout]
fill_cells = 1072
post_layout_nonfiller_instances = 775
syn2layout_area_growth_pct = 24.65
regMostFlops = sr
lay_top_count = dfxtp_1
layout_top_cells = dfxtp_1 (87), clkdlybuf4s50_1 (75), nand2_1 (72)
biggestRegsByFlops = sr (32), data_out (16), clk_count (12)
area.sequential_sq_mm = 0.001823
drive_above_1_share = 0.06804
multiInputGateArea_sq_mm = 0.002744
largest_register_ffs = 32

[pwr]
switching_power_uw = 324.3
switching_share = 0.2256
pwr-share-comb = 0.106
power-per-cell-area_mw_per_mm2 = 242.2
ir_worst_vdd_uv = 130.5
internal-power_uw = 1113
power_leakage_uw = 0.002167
seq_power_share = 0.459
power_frac_clock = 0.435
pwr_total_uw = 1437

[floorplan]
die_w_microns = 111.1
core_sq_mm = 0.01152
floorplan_die_height_microns = 111.1
die_area_sq_mm = 0.01235
io-pin-count = 77
floorplan_utilization = 0.4135
floorplan.rows = 39

[run]
tool_warnings = 28
drv.max_cap_violation_count = 0

[global_routing]
number_of_antenna_violations_at_the_first_check_in_global_routing = 0
first_pass_grt_wire_length_mm = 19.74
first_global_vias = 3904
globalRoute.totalOverflow = 0
gr-usage-all-layers = 0.2001
grt_max_degree = 73

[status]
status = complete, no violations

[hold_path]
hold_path_class = register to register
[worst register-to-register path, delay by kind of cell, from the launching register on]
family          cells  cell delay (ps)
flops               1              340
compound gates      3             1040
simple gates        2              650
fa+ha+maj           1              450
buf+inv             2              390
[per-layer routing]
| layer | track usage | vias up | wire [microns] |
|---|---|---|---|
| met5 | 0 | - | 0 |
| met4 | 0.02883 | 0 | 117 |
| met3 | 0.03567 | 8 | 745 |
| met2 | 0.2826 | 117 | 5103 |
| met1 | 0.3315 | 2074 | 6079 |
| li1 | - | 2214 | - |
[power groups by stage]
stage / clock network, uW / logic, uW / registers (uW)
5_1_grt: 674 / 168 / 663
6_report: 625 / 153 / 660
4_1_cts: 645 / 153 / 659
[Yosys cell counts (4+ instances only)]
library cell	number
dfxtp_1	88
nand2_1	72
nor2_1	36
nand3_1	35
a21oi_1	32
clkbuf_1	28
o21ai_0	28
a21boi_0	26
nor2b_1	17
a221oi_1	15
nor3b_1	14
xor2_1	13
inv_1	12
a211oi_1	9
mux2i_1	9
o211a_1	9
mux2_2	8
o211ai_1	8
and3_1	7
buf_2	7
ha_1	7
o31ai_1	7
nor3_1	6
a31oi_1	5
buf_1	5
nor4_1	5
or3b_2	5
or4_1	5
nand2b_1	4
o21a_1	4
[final timing paths]
kind	cells past startpoint	end	startpoint
setup reg to reg	8	sr_count[4]	scl_count[1]
hold / removal	2	sr[28]	sr[28]
hold reg to reg	2	sr[28]	sr[28]
setup / recovery	4	scl_oen	open_drain
[cell families (layout without fill, tap and decap cells)]
group / Yosys count / in the layout / share of synthesized area
muxes: 17 / 17 / 0.03784
and+or+nand+nor: 226 / 226 / 0.2446
buffers and inverters: 52 / 111 / 0.04283
DFF: 90 / 90 / 0.3826
AOI/OAI and AO/OA: 166 / 166 / 0.2462
xor gates and xnor gates: 15 / 15 / 0.02759
adders and majority gates: 7 / 7 / 0.01839
[stage by stage]
step / instance area, sq um / util
3_3_place_gp: 5614 / 0.4875
2_1_floorplan: 4762 / -
5_1_grt: 5936 / 0.5154
6_report: 5936 / 0.5154
4_1_cts: 5936 / 0.5154
3_5_place_dp: 5614 / 0.4875
[final cells by class]
type,instances,area share
Clock buffer,13,0.04911
Tap cell,143,0.03014
Sequential cell,90,0.3071
Inverter,12,0.007589
Clock inverter,1,0.005059
Multi-Input combinational cell,431,0.4623
Timing Repair Buffer,85,0.1387
No activity file was given, so power comes from the tool's default toggle rates.
